$ cat flow/design.v
`timescale 1ns/1ps
`default_nettype none
module bias_child #(
    parameter int DATA_WIDTH = 32  
)(
    input logic clk,
    input logic rst,
    input logic signed [DATA_WIDTH-1:0] bias_scalar_in, 
    input wire signed [DATA_WIDTH-1:0] bias_sys_data_in, 
    input wire                         bias_sys_valid_in, 
    output logic signed [DATA_WIDTH-1:0] bias_z_data_out,
    output logic                         bias_Z_valid_out 
);
    logic signed [DATA_WIDTH-1:0] z_pre_activation;
    assign z_pre_activation = bias_sys_data_in + bias_scalar_in;
    always_ff @(posedge clk) begin
        if (rst) begin
            bias_z_data_out  <= '0;
            bias_Z_valid_out <= 1'b0;  
        end else begin
            if (bias_sys_valid_in) begin
                bias_z_data_out  <= z_pre_activation;
                bias_Z_valid_out <= 1'b1;
            end else begin
                bias_z_data_out  <= '0;
                bias_Z_valid_out <= 1'b0;
            end
        end
    end
endmodule
$ cat flow/run.sh
#!/bin/bash
# OpenROAD 26Q1-2900-gdf79404cd8, Yosys 0.63+post, stock flow scripts
make -C /OpenROAD-flow-scripts/flow DESIGN_CONFIG=/design/flow/config.mk WORK_HOME=/design/flow/orfs finish
$ cat flow/config.mk
export PLATFORM = sky130hd
export DESIGN_NAME = bias_child
export DESIGN_NICKNAME = bias_child
export VERILOG_FILES = /design/flow/design.v
export SDC_FILE = /design/flow/constraint.sdc
export NUM_CORES = 4
export LEC_CHECK = 1
export CORE_UTILIZATION = 30
$ cat flow/constraint.sdc
current_design bias_child

set clk_period 11.0
set clk_io_pct 0.2

create_clock -name clk0 -period $clk_period [get_ports {clk}]

set non_clock_inputs [all_inputs -no_clocks]
set_input_delay [expr $clk_period * $clk_io_pct] -clock clk0 $non_clock_inputs
set_output_delay [expr $clk_period * $clk_io_pct] -clock clk0 [all_outputs]
==> qor.csv <==
stage,metric,value,unit
place,detailed placement HPWL,6.041,mm
synth,top cell type by instance count after synthesis,nor2_1,
routing,DR WL/cell,13.46,um
floorplan,io pins,100,
outcome,status,"complete, no violations",
synth,Area leader share,24.70,%
synth,post-synth top area cell,dfxtp_1,
worst_setup_path,crit path launch,bias_scalar_in[0],
cts,Max H-tree Level,2,
synth,top cells by area,"dfxtp_1, ha_1, a21oi_1, nor2_1, nand2_1",
worst_setup_path,largest delay contributor family on the critical path,AND-OR/OR-AND gates,
routing,drt first pass iters,4,
worst_setup_path,WP data arrival,4.77,ns
cts,Hold Buf Count CTS,0,
worst_setup_path,worst setup path endpoint,bias_z_data_out[30],
worst_setup_path,WS Path Type,input port to register,
timing,f_max,220.4,MHz
synth,Post-Synthesis Cells,343,
layout,Non-Filler Instances,542,
cts,clk sinks,33,
cts,Num CTS Buffers,5,
layout,Area Growth Syn to Fin,44.20,%
synth,"EDFF count, synth",0,
grt,global-route wire length before repair,11.66,mm
worst_hold_path,hold path start,bias_sys_data_in[0],
synth,Syn Area/Cell,7.799,um2
synth,YS warnings,1,
synth,ys flop type,dfxtp_1,
pwr,Leak,1.537,nW
timing,final count of negative-setup-slack endpoints,0,
timing,Slew headroom,69.19,%
synth,synthesized area,2675,um2
timing,Final Hold Viols,0,
place,Post-Place Cells,534,
run,max_cap viols,0,
floorplan,num rows,34,
cts,post_cts resized,0,
worst_setup_path,required time of the critical path,11.23,ns
grt,initial antenna violation count,0,
timing,post-route setup TNS,0,ns
routing,Vias,2750,
floorplan,die height,96.43,um
routing,number of diodes,0,
timing,crit path time final,4.537,ns
synth,Netlist cell types,52,
run,tool warnings,25,
grt,maximum number of pins on one net before global-route repair,31,
place,RePlAce Congestion,0.8910,
synth,Flops after synth,33,
cts,Root Buffer Master,clkbuf_8,
synth,ys async rst share,0,%
pwr,pwr/cell area,106.3,nW/um2
timing,RSZ-0062 raised after global routing,no,
worst_setup_path,CP Buf/Inv Count,1,
worst_hold_path,worst hold path class,input port to register,
timing,fin crit share,41.25,%
worst_setup_path,Crit Path Max Fanout,5,
grt,vias in the first global route,2401,
worst_setup_path,Crit. End Element,register,
floorplan,Chip Area,9299,um2
pwr,VDD IR max,0.05217,mV
layout,logic area,1899,um2
routing,ANT nets after route,0,
cts,Post-CTS Setup Bufs,0,
routing,overall routed net length,7.296,mm
worst_setup_path,Slowest cell on crit path,or4_1,
routing,drt via density,5.074,
floorplan,FP Util,30.82,%
synth,"Chip Area, Yosys",2675,um2
synth,ys cells,343,
worst_setup_path,crit start category,input port,
grt,Overflow after GRT,0,
timing,final slew viol count,0,
synth,post-synthesis sequential area ratio,24.70,%
grt,gr usage total,16.19,%
floorplan,core footprint,8678,um2
routing,Initial DRC Count,118,
cts,Worst-path clk slew,0.08,ns
layout,fraction of final layout cells sized beyond drive strength 1,4.147,%
worst_setup_path,critical path depth,9,
floorplan,die width,96.43,um
worst_setup_path,Slowest Stage Delay on Critical Path,0.51,ns
worst_setup_path,CP cell instances,"clkdlybuf4s50_1, ha_1, fa_1, a21o_1, a221o_2, a21oi_4, a21oi_2, or4_1, nand3_1",
layout,Reg area,660.6,um2
timing,worst slew pin tran,0.4561,ns
synth,top cell types by occurrence after synthesis,"nor2_1, dfxtp_1, a21oi_1, ha_1, nand2_1",
layout,Filler Cells Inserted,845,
cts,TritonCTS clock tree,built,
place,buffers added on ports,99,
cts,Max clock buf depth,2,
routing,Residual DRC,0,
==> worst min-delay path by stage <==
stage,endpoint,slack [ns],depth (start not counted)
4_1_cts,bias_z_data_out[0],2.60,3
5_1_grt,bias_z_data_out[0],2.64,3
6_report,bias_z_data_out[0],2.61,3
==> area by class of cell <==
type | instances | area share [%]
well taps | 108 | 3.503
multi-input cells | 280 | 49.24
clock buffers | 5 | 1.784
clock inverters | 3 | 1.200
inverters | 13 | 1.265
flip-flops and latches | 33 | 17.13
repair buffers | 100 | 25.88
==> state kept, by name (all words and copies together) (netlist names) <==
signal,flops
bias_z_data_out,32
bias_Z_valid_out,1
==> cell usage in the layout (no fill, tap or decap), types with 12 or more instances in the layout <==
cell,count
a21o_1,13
o21ai_0,17
dfxtp_1,33
nand4_1,12
clkdlybuf4s50_1,99
nand2_1,31
ha_1,31
xnor2_1,12
nor2_1,34
inv_1,13
a21oi_1,32
==> per-stage QoR <==
step                hold WS, ns  util (%)  area (um2)  power [W]  setup slack, ns
floorplan                 2.409         -        2675  0.0002274            6.739
global placement          2.858     43.12        3742  0.0002962            6.210
detailed placement        2.859     43.12        3742  0.0002959            6.174
CTS                       2.600     44.45        3857  0.0004140            6.467
global route              2.641     44.45        3857  0.0004401            6.336
finish                    2.607     44.45        3857  0.0004099            6.463
==> cells by family after synthesis <==
logic type | after synthesis | share of synthesized area, %
AND/OR/NAND/NOR | 117 | 20.86
XOR/XNOR | 20 | 6.548
adder cells (fa/ha/maj) | 32 | 15.25
flip-flops | 33 | 24.70
AND-OR/OR-AND | 108 | 27.22
multiplexers | 3 | 1.123
buffers and inverters | 30 | 4.303
==> where the power goes <==
part | switching, W | internal (W)
combinational | 0.0000777 | 0.0000829
sequential | 0.00000291 | 0.000130
clock | 0.0000490 | 0.0000678
==> worst min-delay path, delay by kind of cell <==
kind,cells,cell delay [ns]
simple gates,1,0.10
buf+inv,1,0.46
fa+ha+maj,1,0.11
==> routing by layer <==
layer / global-route usage [%] / routed length [um] / up-vias
li1: - / - / 1436
met1: 26.43 / 3813 / 1231
met2: 24.11 / 3018 / 77
met3: 1.512 / 395 / 6
met4: 1.348 / 68 / 0
met5: 0 / 0 / -
Power and IR drop assume default switching activity.
