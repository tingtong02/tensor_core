`./constraint.sdc`:
```
current_design pe

set clk_period 16.0
set clk_io_pct 0.2

create_clock -name clk0 -period $clk_period [get_ports {clk}]

set non_clock_inputs [all_inputs -no_clocks]
set_input_delay [expr $clk_period * $clk_io_pct] -clock clk0 $non_clock_inputs
set_output_delay [expr $clk_period * $clk_io_pct] -clock clk0 [all_outputs]
```
`./design.v`:
```
`timescale 1ns/1ps
`default_nettype none
module pe #(
    parameter int ROW_ID               = 0,   
    parameter int SYSTOLIC_ARRAY_WIDTH = 16,  
    parameter int DATA_WIDTH_IN        = 8,   
    parameter int DATA_WIDTH_ACCUM     = 32   
) (
    input logic clk,
    input logic rst,
    input logic pe_valid_in,     
    input logic pe_switch_in,    
    input logic pe_enabled,        
    input logic pe_accept_w_in,  
    input logic signed [DATA_WIDTH_IN-1:0]     pe_weight_in,  
    input logic [$clog2(SYSTOLIC_ARRAY_WIDTH)-1:0] pe_index_in,   
    input logic signed [DATA_WIDTH_ACCUM-1:0]   pe_psum_in,    
    input logic                                 pe_psum_valid_in,  
    input logic signed [DATA_WIDTH_IN-1:0]     pe_input_in,   
    output logic signed [DATA_WIDTH_IN-1:0]     pe_weight_out,  
    output logic [$clog2(SYSTOLIC_ARRAY_WIDTH)-1:0] pe_index_out,   
    output logic signed [DATA_WIDTH_ACCUM-1:0]   pe_psum_out,    
    output logic                                pe_psum_valid_out,  
    output logic                               pe_accept_w_out,  
    output logic signed [DATA_WIDTH_IN-1:0]     pe_input_out,   
    output logic                               pe_valid_out,   
    output logic                               pe_switch_out   
);
    logic signed [DATA_WIDTH_IN-1:0] weight_reg_active;    
    logic signed [DATA_WIDTH_IN-1:0] weight_reg_inactive;  
    logic signed [(DATA_WIDTH_IN*2)-1:0] mult_result;
    logic signed [DATA_WIDTH_ACCUM-1:0] mac_out;
    wire                                pe_match;
    assign mult_result = pe_input_in * weight_reg_active;
    assign mac_out = $signed(mult_result) + pe_psum_in;
    localparam INDEX_WIDTH = $clog2(SYSTOLIC_ARRAY_WIDTH);
    assign pe_match = (pe_index_in == INDEX_WIDTH'(ROW_ID)) && pe_accept_w_in;  
    always_ff @(posedge clk) begin
        if (rst) begin
            pe_input_out        <= '0;
            pe_valid_out        <= 1'b0;
            pe_switch_out       <= 1'b0;
            pe_psum_out         <= '0;
            pe_psum_valid_out   <= 1'b0;  
            pe_weight_out       <= '0;
            pe_index_out        <= '0;
            pe_accept_w_out     <= 1'b0;
            weight_reg_active   <= '0;
            weight_reg_inactive <= '0;
        end else begin
            if (pe_enabled) begin
                pe_input_out  <= pe_input_in;
                pe_valid_out  <= pe_valid_in;
                pe_switch_out <= pe_switch_in;
                if (pe_valid_in) begin
                    pe_psum_out <= mac_out;
                end else begin
                    pe_psum_out <= pe_psum_in;  
                end
                pe_psum_valid_out <= pe_psum_valid_in;
                if (pe_accept_w_in && !pe_match) begin
                    pe_accept_w_out     <= 1'b1;
                    pe_weight_out       <= pe_weight_in;
                    pe_index_out        <= pe_index_in;
                end 
                else if (pe_accept_w_in && pe_match) begin
                    weight_reg_inactive <= pe_weight_in;
                    pe_accept_w_out     <= 1'b0;
                    pe_weight_out       <= '0;
                    pe_index_out        <= '0;
                end 
                else begin
                    pe_accept_w_out     <= 1'b0;
                    pe_weight_out       <= '0;
                    pe_index_out        <= '0;
                end
                if (pe_switch_in) begin
                    weight_reg_active <= weight_reg_inactive;
                end
            end else begin
                pe_input_out        <= '0;
                pe_valid_out        <= 1'b0;
                pe_switch_out       <= 1'b0;
                pe_weight_out       <= '0;
                pe_index_out        <= '0;
                pe_accept_w_out     <= 1'b0;
                pe_psum_out         <= pe_psum_in;          
                pe_psum_valid_out   <= pe_psum_valid_in;  
                weight_reg_active   <= '0;
                weight_reg_inactive <= '0;
            end
        end
    end
endmodule
```
`./run.sh`:
```
#!/bin/bash
# OpenROAD 26Q1-2900-gdf79404cd8, Yosys 0.63+post, stock flow scripts
make -C /OpenROAD-flow-scripts/flow DESIGN_CONFIG=/design/flow/config.mk WORK_HOME=/design/flow/orfs finish
```
`./config.mk`:
```
export PLATFORM = sky130hd
export DESIGN_NAME = pe
export DESIGN_NICKNAME = pe
export VERILOG_FILES = /design/flow/design.v
export SDC_FILE = /design/flow/constraint.sdc
export NUM_CORES = 4
export LEC_CHECK = 1
export CORE_UTILIZATION = 30
```
==> reports/metrics.yaml <==
crit_required_ps: 16220
fp-utilization: 0.307
area_delta_synth_final_pct: 23.2
arrival_ps: 9440
track_usage: 0.154
rr_worst_depth: 16
power.leakage_nw: 4.58
critPathLaunchType: "primary input"
finalSetupTns_ps: 0
cts_tree: "yes"
cap_viol_max_count: 0
worstSkewPairLatency_ps: 350
crit_chain: "clkdlybuf4s50_1, nand2_1, fa_1, fa_1, inv_1, fa_1, fa_1, ha_1, ha_1, a21oi_2, o22ai_1, a2111oi_4, a211oi_1, or3_1, o31a_1, xnor2_1, o21ai_0"
ios: 115
yosys.area.top_type: "fa_1"
post-route-min-period_ps: 9220
power.switching_mw: 0.139
antennaDiodeCount: 0
swShare: 0.290
powerDensity_nw_per_um2: 50.1
drtPass1Iterations: 4
async_reset_ff_frac: 0
drc_errors: 0
std_cell_rows: 58
die-area_sq_um: 26600
total_power_mw: 0.480
combPwrFrac: 0.182
crit_family: "adder cells"
htree_levels: 3
top_area_frac: 0.350
io_buffer_count: 114
relSlewSlack: 0.497
numCtsBuffers: 9
most_common_cell: "fa_1"
ant_nets: 0
syn_avg_cell_area_sq_um: 9.85
edf_count: 0
grt.overflow.total: 0
path_max_fanout: 13
ys_seq_share: 0.185
r2r_slack_ps: 9640
hpwl_um: 15000
hold_end: "weight_reg_active[5]$_SDFFE_PP0P_"
power_frac_clock: 0.424
ys_chip_area_sq_um: 7780
intPower_mw: 0.341
ys_warn_count: 1
mappedNetlistArea_sq_um: 7780
path_clk_slew_ps: 70
grt_setup_unrepaired: "false"
hp-class: "register to register"
peakVddDrop_v: 0.0000408
wl_um: 18700
slowest_delay_ps: 670
r2r-start: "weight_reg_active[2]$_SDFFE_PP0P_"
r2r-end: "pe_psum_out[29]$_SDFF_PP0_"
routedWlPerCell_um: 15.1
synth_top_flop_cell: "dfxtp_1"
clockBufferDepth: 2
holdPathStages: 2
place_congestion: 0.858
num_vias: 5725
antenna_found_initial: 0
cp_num_buf_inv: 2
grt_pass1_vias: 5812
crit_top_cell: "fa_1"
syn_inst: 790
hold_start: "weight_reg_inactive[5]$_SDFFE_PP0P_"
coreArea_sq_um: 25300
cts_root_buffer: "clkbuf_16"
crit_path_end_kind: "register"
pwr-share-seq: 0.394
cts_num_sinks: 72
drt-initial-drc-count: 288
synthDistinctLibCells: 49
layout-drive-gt1-share: 0.0319
status: "finished clean"
setup_violations: 0
vias_per_cell: 4.62
die_h_um: 163
crit_type: "primary input to register"
holdBufCountCts: 0
final_util: 0.378
ys_ff: 72
hold_violations: 0
grt_max_degree: 34
warning_count: 27
min_period_over_period: 0.576
grt_pass1_wl_um: 30500
final_max_slew_viol_count: 0
fmax_mhz: 109
clock_skew_ps: 8.82
ys_top_cells_by_count: "136 x fa_1, 102 x inv_1, 83 x nand2_1"
die_x_um: 163
tightest_slew_ps: 754
cts_setup_buffers: 0
yosys-top-cells-area: "fa_1 35%, dfxtp_1 19%, ha_1 11%"
yosys-stat-cells: 790
crit_slowest_cell: "fa_1"
ctsResizeCount: 0
==> sequential cells by signal, summed over array words and instances, names as in the netlist <==
| signal | cells |
|---|---|
| pe_input_out | 8 |
| pe_valid_out | 1 |
| weight_reg_active | 8 |
| pe_switch_out | 1 |
| pe_psum_valid_out | 1 |
| weight_reg_inactive | 8 |
| pe_accept_w_out | 1 |
| pe_weight_out | 8 |
| pe_psum_out | 32 |
| pe_index_out | 4 |
==> metrics by stage <==
stage | setup WS (ps) | std cells | hold slack, ps | area, sq um
after global placement | 6530 | 1222 | 471 | 9300
after global routing | 6370 | 1238 | 517 | 9580
after floorplan | 7030 | 790 | 463 | 7780
final | 6780 | 1238 | 502 | 9580
after detailed placement | 6420 | 1222 | 487 | 9300
after CTS | 6780 | 1238 | 502 | 9580
==> kinds of logic (layout without fill, tap and decap cells) <==
group,after synthesis,count (layout),share of synthesized area
DFF,72,72,0.185
adders and majority gates,206,206,0.463
muxes,17,17,0.0220
xor gates and xnor gates,26,26,0.0293
AOI/OAI and AO/OA,125,125,0.101
and+or+nand+nor,223,223,0.139
buffers and inverters,121,239,0.0603
==> worst max-delay path by stage <==
stage	startpoint	slack (ps)	cells past startpoint	end
after CTS	pe_input_in[7]	6780	17	pe_psum_out[29]$_SDFF_PP0_
final	pe_input_in[7]	6780	17	pe_psum_out[29]$_SDFF_PP0_
after global routing	pe_input_in[7]	6370	17	pe_psum_out[29]$_SDFF_PP0_
==> worst reg2reg max path, delay by kind of cell, from the launching register on <==
kind | cells | cell delay (ps)
adder cells (fa/ha/maj) | 6 | 2970
AND-OR/OR-AND | 6 | 1380
buffers and inverters | 1 | 600
XOR/XNOR | 1 | 140
flip-flops | 1 | 560
AND/OR/NAND/NOR | 2 | 610
==> area by class of cell <==
type                            count  area (sq um)
Fill cell                        2512         15700
Multi-Input combinational cell    597          5870
Sequential cell                    72          1440
Inverter                          103           387
Timing Repair Buffer              120          1190
Clock buffer                        9           225
Tap cell                          330           413
Clock inverter                      7          61.3
==> placed cells by master (no fill, tap or decap), types with 9 or more instances in the layout <==
cell,instances
nor2_1,37
mux2i_1,16
xnor2_1,14
a21o_1,12
xor2_1,12
nand3_1,13
nand2_1,83
and2_1,49
o21ai_0,22
nor2b_1,11
a21oi_1,49
ha_1,70
inv_1,102
clkbuf_16,9
clkdlybuf4s50_1,114
fa_1,136
dfxtp_1,72
==> per-layer routing <==
metal / track usage / routed length, um
met4: 0.0174 / 235
met2: 0.248 / 8690
met3: 0.0497 / 1660
met5: 0 / 0
met1: 0.216 / 8080
==> power groups by stage <==
stage	clock network [mW]	logic, mW	registers (mW)
CTS	0.211	0.0892	0.189
global route	0.215	0.0987	0.190
finish	0.203	0.0875	0.189
No activity file was given, so power comes from the tool's default toggle rates.
