==> ./design.v <==
`timescale 1ns/1ps
`default_nettype none
module apb_config_slave #(
    parameter int ADDR_WIDTH = 10   
)(
    input  logic        pclk,
    input  logic        presetn,
    input  logic [31:0] paddr,
    input  logic        psel,
    input  logic        penable,
    input  logic        pwrite,
    input  logic [31:0] pwdata,
    output logic [31:0] prdata,
    output logic        pready,
    output logic        pslverr,
    output logic        cmd_valid,       
    output logic [63:0] cmd_data,        
    input  logic        cmd_ready,       
    input  logic        cu_busy,         
    output logic        soft_rst,        
    input  logic        compute_done_irq,  
    input  logic        dump_done_irq,     
    output logic        start_dump,      
    output logic [63:0] reg_ddr_addr     
);
    localparam ADDR_CTRL       = 8'h00;
    localparam ADDR_STATUS     = 8'h04;
    localparam ADDR_M_LEN      = 8'h08;
    localparam ADDR_K_LEN      = 8'h0C;
    localparam ADDR_N_LEN      = 8'h10;
    localparam ADDR_ADDR_A     = 8'h14;
    localparam ADDR_ADDR_B     = 8'h18;
    localparam ADDR_ADDR_C     = 8'h1C;
    localparam ADDR_ADDR_D     = 8'h20;
    localparam ADDR_DDR_L      = 8'h24;
    localparam ADDR_DDR_H      = 8'h28;
    localparam ADDR_CMD_PUSH   = 8'h2C;  
    logic [31:0] r_m_len;
    logic [31:0] r_k_len;
    logic [31:0] r_n_len;
    logic [31:0] r_addr_a;
    logic [31:0] r_addr_b;
    logic [31:0] r_addr_c;
    logic [31:0] r_addr_d;
    logic [31:0] r_ddr_l;
    logic [31:0] r_ddr_h;
    logic        r_soft_rst;
    logic        s_compute_done;  
    logic        s_dump_done;     
    assign pready  = 1'b1;
    assign pslverr = 1'b0;
    logic push_pulse;
    logic dump_pulse;
    assign cmd_valid  = push_pulse;
    assign start_dump = dump_pulse;
    assign soft_rst   = r_soft_rst;
    assign reg_ddr_addr = {r_ddr_h, r_ddr_l};
    always_ff @(posedge pclk or negedge presetn) begin
        if (!presetn) begin
            r_m_len    <= 32'd16;
            r_k_len    <= 32'd16;
            r_n_len    <= 32'd16;
            r_addr_a   <= 32'd0;
            r_addr_b   <= 32'd0;
            r_addr_c   <= 32'd0;
            r_addr_d   <= 32'd0;
            r_ddr_l    <= 32'd0;
            r_ddr_h    <= 32'd0;
            r_soft_rst <= 1'b0;
            s_compute_done <= 1'b0;
            s_dump_done    <= 1'b0;
            push_pulse <= 1'b0;
            dump_pulse <= 1'b0;
        end else begin
            push_pulse <= 1'b0;
            dump_pulse <= 1'b0;
            if (psel && penable && pwrite) begin
                case (paddr[7:0])  
                    ADDR_CTRL: begin
                        if (pwdata[1]) dump_pulse <= 1'b1;
                        r_soft_rst <= pwdata[2];
                    end
                    ADDR_STATUS: begin
                        if (pwdata[1]) s_compute_done <= 1'b0;
                        if (pwdata[2]) s_dump_done    <= 1'b0;
                    end
                    ADDR_M_LEN:  r_m_len  <= pwdata;
                    ADDR_K_LEN:  r_k_len  <= pwdata;
                    ADDR_N_LEN:  r_n_len  <= pwdata;
                    ADDR_ADDR_A: r_addr_a <= pwdata;
                    ADDR_ADDR_B: r_addr_b <= pwdata;
                    ADDR_ADDR_C: r_addr_c <= pwdata;
                    ADDR_ADDR_D: r_addr_d <= pwdata;
                    ADDR_DDR_L:  r_ddr_l  <= pwdata;
                    ADDR_DDR_H:  r_ddr_h  <= pwdata;
                    ADDR_CMD_PUSH: begin
                        push_pulse <= 1'b1; 
                    end
                    default: ;
                endcase
            end
            if (compute_done_irq) s_compute_done <= 1'b1;
            if (dump_done_irq)    s_dump_done    <= 1'b1;
        end
    end
    always_comb begin
        prdata = 32'd0;
        if (psel && !pwrite) begin
            case (paddr[7:0])
                ADDR_CTRL:   prdata = {29'd0, r_soft_rst, 2'd0};  
                ADDR_STATUS: prdata = {29'd0, s_dump_done, s_compute_done, cu_busy}; 
                ADDR_M_LEN:  prdata = r_m_len;
                ADDR_K_LEN:  prdata = r_k_len;
                ADDR_N_LEN:  prdata = r_n_len;
                ADDR_ADDR_A: prdata = r_addr_a;
                ADDR_ADDR_B: prdata = r_addr_b;
                ADDR_ADDR_C: prdata = r_addr_c;
                ADDR_ADDR_D: prdata = r_addr_d;
                ADDR_DDR_L:  prdata = r_ddr_l;
                ADDR_DDR_H:  prdata = r_ddr_h;
                ADDR_CMD_PUSH: prdata = {31'd0, cmd_ready}; 
                default:     prdata = 32'd0;
            endcase
        end
    end
    assign cmd_data = {
        r_addr_d[ADDR_WIDTH-1:0],  
        r_addr_c[ADDR_WIDTH-1:0],  
        r_addr_b[ADDR_WIDTH-1:0],  
        r_addr_a[ADDR_WIDTH-1:0],  
        r_n_len[7:0],              
        r_k_len[7:0],              
        r_m_len[7:0]               
    };
endmodule
==> ./run.sh <==
#!/bin/bash
# OpenROAD 26Q1-2900-gdf79404cd8, Yosys 0.63+post, stock flow scripts
make -C /OpenROAD-flow-scripts/flow DESIGN_CONFIG=/design/flow/config.mk WORK_HOME=/design/flow/orfs finish
==> ./config.mk <==
export PLATFORM = sky130hd
export DESIGN_NAME = apb_config_slave
export DESIGN_NICKNAME = apb_config_slave
export VERILOG_FILES = /design/flow/design.v
export SDC_FILE = /design/flow/constraint.sdc
export NUM_CORES = 4
export LEC_CHECK = 1
export CORE_UTILIZATION = 50
==> ./constraint.sdc <==
current_design apb_config_slave

set clk_period 6.6
set clk_io_pct 0.2

create_clock -name clk0 -period $clk_period [get_ports {pclk}]

set non_clock_inputs [all_inputs -no_clocks]
set_input_delay [expr $clk_period * $clk_io_pct] -clock clk0 $non_clock_inputs
set_output_delay [expr $clk_period * $clk_io_pct] -clock clk0 [all_outputs]
==> summary.rpt <==
==== FLOW RESULTS ====
----------------------------------------------------
[Status]
  Status ........................ finished, final reports clean

[Logic synthesis]
  Syn_area_per_cell ........................ 13.1 um^2
  Post-synthesis cell count from yosys ........................ 1,080
  Biggest area cells ........................ dfrtp_1, mux2_2, buf_4, a22o_1, mux2i_1
  Sequential share of the synthesized area ........................ 51.7%
  Share of the synthesized area in the top cell type ........................ 51.2%
  Chip Area, Yosys ........................ 14,200 um^2
  Mapped Area ........................ 14,200 um^2
  Share of flip-flops with an asynchronous set or reset ........................ 100%
  Cell types with the highest counts after synthesis ........................ dfrtp_1, mux2_2, buf_4, a22o_1
  Unique cell type count in the Yosys netlist ........................ 53
  Post-synth tally of flip-flops with integrated enable ........................ 0
  Ys flops ........................ 293
  Yosys synthesis warning count ........................ 1
  Main flop type after synthesis ........................ dfrtp_1
  Yosys top cell by area ........................ dfrtp_1
  Synthesized instance count ........................ 1,080
  Most numerous cell in the Yosys netlist ........................ dfrtp_1

[Detailed routing]
  Drt total wl ........................ 40,400 um
  Antenna Diode Count ........................ 0
  Drt wl/cell ........................ 24.8 um
  Routed wire length on met3 ........................ 2830 um
  Starting DRT DRC Count ........................ 571
  Via count ........................ 9,525
  Detailed Routing Iterations Pass 1 ........................ 5
  Sum of met2 wire segment lengths after detailed routing ........................ 18,500 um
  Count of antenna-violating nets left after detailed routing ........................ 0
  Top Layer Used ........................ met4
  Via density per instance ........................ 5.86
  Routed met1 length ........................ 18,000 um
  Remaining design rule violation count ........................ 0

[Min path]
  Min-Delay Path Depth ........................ 1
  HP Class ........................ reg -> reg

[Critical path]
  Capturing element type of the critical path ........................ output pin
  Startpoint class of the critical path ........................ input port
  Slowest Stage Delay on Critical Path ........................ 820 ps
  CP Max Fanout ........................ 11
  R2r worst-path depth ........................ 1
  Internal reg-to-reg setup slack ........................ 5770 ps
  Cell repeated most along the worst path ........................ clkdlybuf4s50_1
  Levels on crit path ........................ 6
  Critical-path cell with the highest stage delay ........................ clkdlybuf4s50_1
  Critical path class ........................ in -> out
  Data required time of the critical path ........................ 5280 ps
  WP buf/inv ........................ 2
  Cell class contributing the biggest share of worst-path delay ........................ buffers and inverters
  Critical path cell sequence ........................ clkdlybuf4s50_1 -> nor4b_4 -> nand3b_1 -> o22a_1 -> a31oi_1 -> clkdlybuf4s50_1
  Worst endpoint data arrival time ........................ 4400 ps

[Global route]
  GRT Total Usage ........................ 30.4%
  Via count of the first global-routing pass ........................ 9,856
  Initial antenna violation count ........................ 0
  Total grt overflow ........................ 0
  Global-route wire length before repair ........................ 61,900 um
  Largest net degree at the start of global routing ........................ 88

[STA]
  Total Negative Setup Slacks ........................ 0 ps
  Achievable clock frequency ........................ 175 MHz
  Post-layout minimum cycle time ........................ 5720 ps
  Number of hold violations in the final report ........................ 0
  Slew at the pin closest to its max-slew limit ........................ 910 ps
  Clock skew after layout ........................ 0 ps
  Share of the cycle needed by the critical path after routing ........................ 86.7%
  Remaining max-slew budget at the tightest pin ........................ 39.2%
  Slew Viols, Final ........................ 0
  Fin worst setup slack ........................ 877 ps
  Unrepaired setup endpoints after global routing ........................ false
  Final Setup Violations ........................ 0

[Layout]
  Layout Cells excl Fill ........................ 1,625
  Multi-input combinational cell area ........................ 6050 um^2
  Layout cell share with drive strength beyond 1 ........................ 32.6%
  Filler cell count in the final layout ........................ 2,173
  Area growth, synth to finish ........................ 22.6%
  Post-route cell area ........................ 17,400 um^2
  Sequential cell area ........................ 7340 um^2

[Placement]
  Area of placed instances ........................ 16,300 um^2
  Cell count after placement ........................ 1,568
  Placed wire-length estimate ........................ 25,900 um
  I/O Buffers ........................ 211
  Final weighted congestion of routability-driven global placement ........................ 0.841
  Worst setup timing slack at the placement stage ........................ 902 ps

[Clocking]
  CTS root buf ........................ clkbuf_16
  Number of hold buffers added after cts ........................ 0
  Number of clock buffers inserted by TritonCTS ........................ 35
  Post-CTS Setup Inserts ........................ 0
  Clk Latency, worst-skew pair ........................ 500 ps
  Num Clock Sinks ........................ 293
  Clk pin slew, worst setup/hold paths ........................ 50 ps
  Number of gates given a new drive strength after cts ........................ 0
  Deepest level of the CTS H-tree ........................ 2
  CTS Buffer Depth ........................ 3
  CTS tree ........................ yes

[Floorplanning]
  Die span in y ........................ 170 um
  Num ports ........................ 238
  Core area ........................ 27,900 um^2
  Core utilization before placement ........................ 50.9%
  Die Width ........................ 170 um
  Floorplan die area ........................ 29,000 um^2
  Row cnt ........................ 61

[Power]
  Worst IR drop on VDD ........................ 0.000228 V
  Cell area power density ........................ 223 nW/um^2
  Pleak ........................ 7.82 nW
  Overall power of the completed layout ........................ 3.88 mW

[Flow run]
  Reported max-cap violation count ........................ 0
  Total tool warning count ........................ 50

----------------------------------------------------
## state kept, by name, summed over array words and instances, names as in the netlist
signal / flops
dump_pulse: 1
push_pulse: 1
r_addr_a: 32
r_addr_b: 32
r_addr_c: 32
r_addr_d: 32
r_ddr_h: 32
r_ddr_l: 32
r_k_len: 32
r_m_len: 32
r_n_len: 32
r_soft_rst: 1
s_compute_done: 1
s_dump_done: 1
## stage by stage
stage	util, %	hold WS (ps)
floorplan	-	448
global placement	58.6	459
detailed placement	58.6	468
CTS	62.4	481
global route	62.4	495
finish	62.4	477
## kinds of logic after synthesis
family | Yosys count | share of synthesized area, %
muxes | 337 | 27.6
DFF | 293 | 51.7
AOI/OAI and AO/OA | 165 | 8.77
buffers and inverters | 147 | 6.27
and+or+nand+nor | 136 | 5.60
other | 2 | 0.0530
## placed cells by master, fill, tap and decap left out, types with 5 or more instances in the layout
| cell type | instances |
|---|---|
| clkbuf_8 | 7 |
| clkbuf_16 | 35 |
| nor2_4 | 8 |
| a21oi_1 | 17 |
| nand3_1 | 9 |
| nand3b_1 | 9 |
| mux4_2 | 14 |
| o21ai_0 | 15 |
| o2bb2ai_1 | 10 |
| dfrtp_1 | 290 |
| buf_4 | 43 |
| mux2i_1 | 33 |
| a2bb2oi_1 | 6 |
| a22oi_1 | 26 |
| and2_1 | 11 |
| a32o_1 | 7 |
| clkbuf_1 | 9 |
| clkdlybuf4s50_1 | 208 |
| a211oi_1 | 5 |
| nor2b_1 | 11 |
| nor2_1 | 17 |
| mux2_1 | 16 |
| a31oi_1 | 16 |
| a22o_1 | 40 |
| nor3_1 | 7 |
| and3_1 | 9 |
| mux2_2 | 274 |
| nand2_1 | 33 |
## cell type report
cell class	instances	share of cell area, %
flip-flops and latches	293	42.2
clock inverters	6	0.338
multi-input cells	640	34.8
repair buffers	254	14.1
well taps	378	2.72
inverters	3	0.0648
clock buffers	51	5.79
## final timing paths
kind                                            start                         end
max                                          paddr[5]                  prdata[13]
min                        s_compute_done$_DFFE_PN0P_  s_compute_done$_DFFE_PN0P_
max reg2reg                    r_ddr_h[2]$_DFFE_PN0P_      r_ddr_h[2]$_DFFE_PN0P_
min reg2reg                s_compute_done$_DFFE_PN0P_  s_compute_done$_DFFE_PN0P_
max in group asynchronous                     presetn     r_addr_a[1]$_DFFE_PN0P_
min in group asynchronous                     presetn      r_n_len[8]$_DFFE_PN0P_
## where the power goes
part / total, mW / switching [mW] / internal [mW]
Combinational: 0.230 / 0.137 / 0.0933
Clock: 1.81 / 0.722 / 1.09
Sequential: 1.84 / 0.0163 / 1.82
## metal layers
metal	vias to the layer above	track usage, %
li1	4227	-
met1	4936	48.6
met2	297	44.6
met3	65	7.72
met4	0	6.11
met5	-	0
Power and IR drop assume default switching activity.
